--- design/flow/run.sh ---
#!/bin/bash
# OpenROAD 26Q1-2900-gdf79404cd8, Yosys 0.63+post, stock flow scripts
make -C /OpenROAD-flow-scripts/flow DESIGN_CONFIG=/design/flow/config.mk WORK_HOME=/design/flow/orfs finish
--- design/flow/config.mk ---
export PLATFORM = sky130hd
export DESIGN_NAME = TwoFunctionAU
export DESIGN_NICKNAME = TwoFunctionAU
export VERILOG_FILES = /design/flow/design.v
export SDC_FILE = /design/flow/constraint.sdc
export NUM_CORES = 4
export LEC_CHECK = 1
export CORE_UTILIZATION = 50
--- design/flow/constraint.sdc ---
current_design TwoFunctionAU

set clk_period 6.1
set clk_io_pct 0.2

create_clock -name clk0 -period $clk_period [get_ports {CLKA}]
create_clock -name clk1 -period $clk_period [get_ports {CLKB}]
create_clock -name clk2 -period $clk_period [get_ports {CLKO}]

set non_clock_inputs [all_inputs -no_clocks]
set_input_delay [expr $clk_period * $clk_io_pct] -clock clk0 $non_clock_inputs
set_output_delay [expr $clk_period * $clk_io_pct] -clock clk0 [all_outputs]
--- design/flow/design.v ---
module FAbehav (
	input ai,bi,cini,
	output reg si, couti);
		always @ (ai,bi,cini)
			case ({ai,bi,cini})
			3'b000: begin couti = 1'b0; si = 1'b0; end
			3'b001: begin couti = 1'b0; si = 1'b1; end
			3'b010: begin couti = 1'b0; si = 1'b1; end
			3'b011: begin couti = 1'b1; si = 1'b0; end
			3'b100: begin couti = 1'b0; si = 1'b1; end
			3'b101: begin couti = 1'b1; si = 1'b0; end
			3'b110: begin couti = 1'b1; si = 1'b0; end
			3'b111: begin couti = 1'b1; si = 1'b1; end
		endcase
	endmodule
module BinaryToHex
 (
	input w,x,y,z,
	output reg a,b,c,d,e,f,g
);
	always @ (w,x,y,z) begin
		case ({w,x,y,z})
			4'b0000: {a,b,c,d,e,f,g} = 7'b0000001;  
			4'b0001: {a,b,c,d,e,f,g} = 7'b1001111;  
			4'b0010: {a,b,c,d,e,f,g} = 7'b0010010;  
			4'b0011: {a,b,c,d,e,f,g} = 7'b0000110;  
			4'b0100: {a,b,c,d,e,f,g} = 7'b1001100;  
			4'b0101: {a,b,c,d,e,f,g} = 7'b0100100;  
			4'b0110: {a,b,c,d,e,f,g} = 7'b0100000;  
			4'b0111: {a,b,c,d,e,f,g} = 7'b0001111;  
			4'b1000: {a,b,c,d,e,f,g} = 7'b0000000;  
			4'b1001: {a,b,c,d,e,f,g} = 7'b0001100;  
			4'b1010: {a,b,c,d,e,f,g} = 7'b0001000;  
			4'b1011: {a,b,c,d,e,f,g} = 7'b1100000;  
			4'b1100: {a,b,c,d,e,f,g} = 7'b0110001;  
			4'b1101: {a,b,c,d,e,f,g} = 7'b1000010;  
			4'b1110: {a,b,c,d,e,f,g} = 7'b0110000;  
			4'b1111: {a,b,c,d,e,f,g} = 7'b0111000;  
		endcase
	end
endmodule
module FAbehavadderandsubtract
(
	input [7:0]A,B,      
	input Cxor,          
	output [7:0]S,       
	output Cout,OVR	   
);   
	wire [8:0] C;        
	assign C[0] = Cxor;  
		FAbehav s0 (.ai(A[0]),.bi(Cxor^B[0]),.cini(C[0]),.si(S[0]),.couti(C[1])); 
		FAbehav s1 (.ai(A[1]),.bi(Cxor^B[1]),.cini(C[1]),.si(S[1]),.couti(C[2])); 
		FAbehav s2 (.ai(A[2]),.bi(Cxor^B[2]),.cini(C[2]),.si(S[2]),.couti(C[3])); 
		FAbehav s3 (.ai(A[3]),.bi(Cxor^B[3]),.cini(C[3]),.si(S[3]),.couti(C[4])); 
		FAbehav s4 (.ai(A[4]),.bi(Cxor^B[4]),.cini(C[4]),.si(S[4]),.couti(C[5])); 
		FAbehav s5 (.ai(A[5]),.bi(Cxor^B[5]),.cini(C[5]),.si(S[5]),.couti(C[6])); 
		FAbehav s6 (.ai(A[6]),.bi(Cxor^B[6]),.cini(C[6]),.si(S[6]),.couti(C[7])); 
		FAbehav s7 (.ai(A[7]),.bi(Cxor^B[7]),.cini(C[7]),.si(S[7]),.couti(C[8])); 
				assign Cout = C[8];      
				assign OVR = C[7]^C[8];  
endmodule
module register(D,Q,CLK,CLR);
	parameter N=8;			 
	input [N-1:0]D;		 
	input CLK,CLR;			 
	output reg[N-1:0]Q;	 
		always @ (posedge CLK, negedge CLR)
			begin
				if(CLR==1'b0) Q<=0;			 
				else if(CLK==1'b1) Q<=D;	 
	end
endmodule
module TwoFunctionAU
(
	input [7:0]inputValue,
	input CLKA, CLKB, CLKO, clear, AddorSubtract,
	output [6:0] hex0, hex1, hex2, hex3, hex4, hex5, 
	output [7:0] Aout, Bout, Sout,
	output OVERFLOW, CARRY
);
	wire [7:0]wireA, wireB, wireO, wireRO;
	register #(4'd8) registerA
	(
		.D(inputValue) ,	 
		.Q(wireA) ,			 
		.CLK(CLKA) ,		 
		.CLR(clear) 		 
	);
assign Aout = wireA;
		BinaryToHex MSbofinputA
	(
		.w(wireA[7]) ,	 
		.x(wireA[6]) ,	 
		.y(wireA[5]) ,	 
		.z(wireA[4]) ,	 
		.a(hex5[0]) ,   
		.b(hex5[1]) ,	 
		.c(hex5[2]) ,	 
		.d(hex5[3]) ,	 
		.e(hex5[4]) ,	 
		.f(hex5[5]) ,	 
		.g(hex5[6]) 	 
	);
		BinaryToHex LSbofinputA
	(
		.w(wireA[3]) ,	 
		.x(wireA[2]) ,	 
		.y(wireA[1]) ,	 
		.z(wireA[0]) ,	 
		.a(hex4[0]) ,	 
		.b(hex4[1]) ,	 
		.c(hex4[2]) ,	 
		.d(hex4[3]) ,	 
		.e(hex4[4]) ,	 
		.f(hex4[5]) ,	 
		.g(hex4[6]) 	 
	);
	register #(4'd8) registerB
	(
		.D(inputValue) ,	 
		.Q(wireB) ,			 
		.CLK(CLKB) ,		 
		.CLR(clear) 		 
	);
assign Bout = wireB;
		BinaryToHex MSbofinputB
	(
		.w(wireB[7]) ,	 
		.x(wireB[6]) ,	 
		.y(wireB[5]) ,	 
		.z(wireB[4]) ,	 
		.a(hex3[0]) ,	 
		.b(hex3[1]) ,	 
		.c(hex3[2]) ,	 
		.d(hex3[3]) ,	 
		.e(hex3[4]) ,	 
		.f(hex3[5]) ,	 
		.g(hex3[6]) 	 
	);
		BinaryToHex LSbofinputB
	(
		.w(wireB[3]) ,	 
		.x(wireB[2]) ,	 
		.y(wireB[1]) ,	 
		.z(wireB[0]) ,	 
		.a(hex2[0]) ,	 
		.b(hex2[1]) ,	 
		.c(hex2[2]) ,	 
		.d(hex2[3]) ,	 
		.e(hex2[4]) ,	 
		.f(hex2[5]) ,	 
		.g(hex2[6]) 	 
	);
	FAbehavadderandsubtract ArithmeticUnit
	(
		.A(wireA) ,					 
		.B(wireB) ,					 
		.Cxor(AddorSubtract) ,	 
		.S(wireO) ,					 
		.Cout(CARRY) ,				 
		.OVR(OVERFLOW) 			 
	);	
	register #(4'd8) registerO
	(
		.D(wireO) ,			 
		.Q(wireRO) ,		 
		.CLK(CLKO) ,			 
		.CLR(clear) 		 
	);	
assign Sout = wireRO;
	BinaryToHex BinaryToHexMSb
	(
		.w(wireRO[7]) ,	 
		.x(wireRO[6]) ,	 
		.y(wireRO[5]) ,	 
		.z(wireRO[4]) ,	 
		.a(hex1[0]) ,			 
		.b(hex1[1]) ,			 
		.c(hex1[2]) ,			 
		.d(hex1[3]) ,			 
		.e(hex1[4]) ,			 
		.f(hex1[5]) ,			 
		.g(hex1[6])  			 
	);
		BinaryToHex BinaryToHexLSb
	(
		.w(wireRO[3]) ,	 
		.x(wireRO[2]) ,	 
		.y(wireRO[1]) ,	 
		.z(wireRO[0]) ,	 
		.a(hex0[0]) ,		    
		.b(hex0[1]) ,			 
		.c(hex0[2]) ,			 
		.d(hex0[3]) ,			 
		.e(hex0[4]) ,			 
		.f(hex0[5]) ,			 
		.g(hex0[6]) 		    
	);
endmodule	
==> results.py <==
# Flow results
metrics = {
    "pwr": {
        "ir_worst_vdd_mv": 0.1799,
        "power_uw": 775.7,
        "leakagePower_uw": 0.001908,
        "power_density_nw_per_um2": 195.2,
    },
    "synthesis": {
        "synthFlopType": "dfrtp_1",
        "yosysCellCount": 400,
        "synthDistinctLibCells": 34,
        "ys_area_um2": 3321,
        "ys_seq_share_pct": 18.09,
        "ys.flops": 24,
        "synth.avg_cell_area_um2": 8.302,
        "syn_inst": 400,
        "yosysWarnings": 3,
        "synth_area_um2": 3321,
        "edf_count": 0,
        "ys_async_sr_fraction_pct": 100.0,
    },
    "cells_and_area": {
        "fin_area_um2": 3974,
        "ff_latch_area_um2": 600.6,
        "syn2layout_area_growth_pct": 19.67,
        "drive_above_1_share_pct": 15.95,
        "fillers": 532,
        "comb_area_um2": 2062,
        "layout.cells.non_filler": 497,
    },
    "route": {
        "vias_per_cell": 4.934,
        "firstDrtPassIters": 4,
        "wirelength_um": 5725,
        "drt_iter0_drc": 55,
        "ant_nets": 0,
        "remaining_drc_errors": 0,
        "routedWlPerCell_um": 11.52,
        "antenna_cells": 0,
        "vias": 2452,
    },
    "sta": {
        "slew_viol_final": 0,
        "setup_viol": 0,
        "slew_headroom_pct": 50.70,
        "tightest_slew_ns": 0.7395,
        "final_hold_viol_count": 0,
        "rsz0062_at_grt": "yes",
    },
    "die": {
        "initCoreUtil_pct": 52.00,
        "ios": 81,
        "die-width_um": 83.50,
        "core_area_um2": 6386,
        "chip_area_um2": 6971,
        "num_rows": 29,
        "die_y_um": 83.50,
    },
    "critical_path": {
        "crit_top_cell": "inv_2",
        "critical_path.slowest_cell": "mux2_4",
        "cp_slowest_stage_delay_ns": 0.26,
        "critPathCaptureType": "output port",
        "criticalPathCategory": "in -> out",
        "critPathLaunchType": "input pin",
        "cp.required_ns": 4.88,
        "arrival_ns": 4.82,
        "cp_max_fo": 4,
    },
    "global_routing": {
        "grt_antenna_before_repair": 0,
        "track_usage_pct": 16.17,
        "grt_pass1_vias": 2158,
        "grt_max_degree": 25,
        "grt_pass1_wl_um": 9363,
        "grt_overflow_total": 0,
    },
    "flow_run": {
        "drv_cap": 0,
        "warnings": 63,
    },
    "outcome": {
        "status": "complete, no violations",
    },
    "placed_design": {
        "dp_hpwl_um": 4351,
        "io_buffers": 78,
        "globalplace.congestion": 0.8691,
        "placed_cell_area_um2": 3687,
        "place_inst": 485,
    },
    "worst_hold_path": {
        "hp-class": "reg -> reg",
    },
    "cts": {
        "cts_tree": "built",
        "cts_num_sinks": 24,
        "cts.reportedPaths.clkPinSlew_ns": 0.04,
        "hold_buffers": 0,
    },
}
[metrics by stage]
| stage | setup TNS (ns) | util [%] | hold slack [ns] | worst slack (ns) |
|---|---|---|---|---|
| after global placement | -1.598 | 57.74 | 0.6283 | -0.8231 |
| after CTS | 0 | 61.30 | 0.6423 | 0.01437 |
| final | 0 | 62.23 | 0.6620 | 0.05548 |
| after detailed placement | -1.812 | 57.74 | 0.6372 | -0.9400 |
| after floorplan | 0 | - | 0.5284 | 0.2072 |
| after global routing | -0.2877 | 62.23 | 0.6758 | -0.1835 |
[cells in the mapped netlist, types with 2 or more instances]
master    count  area (um^2)
a21o_1        2        15.01
a21oi_1      14        70.07
a22o_1        9        78.83
a32o_1        3        30.03
buf_2         6        30.03
buf_4        69        518.0
buf_6         4        45.04
clkbuf_1      4        15.01
dfrtp_1      24        600.6
ha_1         56        700.7
inv_1        48        180.2
mux2_2        9        101.4
mux2i_1      20        200.2
nand2_1      14        52.55
nand2b_1      6        37.54
nand3_1       7        35.03
nor2_1       34        127.6
nor2b_1       5        31.28
nor2b_4       3        41.29
o21ai_0      31        155.2
o21ai_1       2        10.01
o31ai_1       4        30.03
o32ai_1       2        17.52
or3b_1        5        43.79
xor2_1       10        87.58
[metal layers]
layer	wire length, um	GRT usage [%]	share of wire [%]	up-vias
li1	-	-	-	1290
met1	2877	25.28	50	1098
met2	2568	25.34	45	58
met3	247	1.908	4.3	6
met4	31	2.157	0.54	0
met5	0	0	0	-
[cell families after synthesis]
group / synth area share [%]
AOI/OAI and AO/OA: 13.45
xor gates and xnor gates: 2.637
adders and majority gates: 21.10
buffers and inverters: 23.74
DFF: 18.09
muxes: 9.081
and+or+nand+nor: 11.91
[layout by cell type, fill, tap and decap left out, drive strengths merged, types with 14 or more instances in the layout]
cell           instances
ha                    56
inv                   48
buf                   18
a21oi                 14
mux2i                 20
dfrtp                 24
nand2                 14
o21ai                 33
nor2                  35
clkdlybuf4s50         75
[worst max-delay path, delay by kind of cell]
| kind | cells | cell delay [ns] |
|---|---|---|
| xor+xnor | 2 | 0.29 |
| fa+ha+maj | 7 | 1.06 |
| buf+inv | 12 | 0.73 |
| mux | 4 | 0.95 |
| simple gates | 2 | 0.08 |
| compound gates | 3 | 0.51 |
[power by group]
group          leakage, uW  switching, uW  internal, uW
sequential        0.000280           46.9           176
combinational      0.00156            128           239
clock            0.0000647           57.6           128
total              0.00191            233           543
[sequential cells by signal, indices dropped and copies added, names as in the netlist]
name         cells
registerB.Q      8
registerA.Q      8
registerO.Q      8
[timing repair]
item | CTS | global route
pin swaps | 7 | 3
endpoints found under the setup margin | 2 | 2
gates resized | 36 | 15
buffers inserted | 2 | 1
[area by class of cell]
type	instances	share of cell area (%)
Multi-Input combinational cell	245	51.89
Timing Repair Buffer	94	22.92
Sequential cell	24	15.11
Inverter	48	4.534
Clock buffer	9	3.117
Tap cell	77	2.424
[path summary, 6_finish.rpt]
| check | startpoint | to | slack [ns] | depth (start not counted) |
|---|---|---|---|---|
| setup / recovery | AddorSubtract | OVERFLOW | 0.06 | 30 |
| hold / removal | registerA.Q[5] | registerO.Q[5] | 0.66 | 1 |
| setup reg to reg | registerB.Q[1] | registerO.Q[7] | 2.04 | 24 |
| hold reg to reg | registerA.Q[5] | registerO.Q[5] | 0.66 | 1 |
| max in group clk2 | AddorSubtract | registerO.Q[7] | 1.60 | 25 |
| max in group asynchronous | clear | registerO.Q[6] | 4.51 | 2 |
| max in group clk1 | inputValue[4] | registerB.Q[4] | 4.55 | 1 |
| min in group asynchronous | clear | registerA.Q[3] | 1.36 | 2 |
| min in group clk0 | inputValue[1] | registerA.Q[1] | 1.46 | 1 |
| min in group clk1 | inputValue[1] | registerB.Q[1] | 1.46 | 1 |
Power and IR drop assume default switching activity.
